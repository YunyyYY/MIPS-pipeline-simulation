[flow/config.mk]
export PLATFORM = sky130hd
export DESIGN_NAME = show
export DESIGN_NICKNAME = show
export VERILOG_FILES = /design/flow/design.v
export SDC_FILE = /design/flow/constraint.sdc
export NUM_CORES = 4
export LEC_CHECK = 1
export CORE_UTILIZATION = 40
[flow/constraint.sdc]
current_design show

set clk_period 6.7
set clk_io_pct 0.2

create_clock -name clk0 -period $clk_period [get_ports {clock}]

set non_clock_inputs [all_inputs -no_clocks]
set_input_delay [expr $clk_period * $clk_io_pct] -clock clk0 $non_clock_inputs
set_output_delay [expr $clk_period * $clk_io_pct] -clock clk0 [all_outputs]
[flow/design.v]
`timescale 1ns / 1ps
module clock_divider_N(
    input clkin,
    output reg clkout
    );
    parameter N = 100000000;
    integer i;
    always @ (posedge clkin) begin
        i = i + 1;
        if (i == N/2) begin  i = 0; clkout = ~clkout;end
        else clkout = clkout;
    end
endmodule
module select_num (
    input [15:0]number,
    input clock,
    output reg [3:0] AN=4'b0111,  
    output reg [3:0] num  
); 
    always @(posedge clock) begin
        if (AN == 4'b1110) begin 
            AN <= 4'b1101;
            num <= number[3:0];
        end
        else if (AN == 4'b1101) begin 
            AN <= 4'b1011;
            num <= number[7:4];
        end
        else if (AN == 4'b1011) begin 
            AN <= 4'b0111;
            num <= number[11:8];
        end
        else if (AN == 4'b0111) begin 
            AN <= 4'b1110;
            num <= number[15:12];
        end
        else AN <= 4'b1111;        
     end    
endmodule
module SSR_drive(
  input[3:0] number,
  output reg [6:0]display
  );
  always @ (number) begin
   if(number==4'b0000) display <= 7'b1000000;
   else if(number==4'b0001) display <= 7'b1111001;
   else if(number==4'b0010) display <= 7'b0100100;
   else if(number==4'b0011) display <= 7'b0110000;
   else if(number==4'b0100) display <= 7'b0011001;
   else if(number==4'b0101) display <= 7'b0010010;
   else if(number==4'b0110) display <= 7'b0000010;
   else if(number==4'b0111) display <= 7'b1111000;
   else if(number==4'b1000) display <= 7'b0000000;
   else if(number==4'b1001) display <= 7'b0010000; 
   else if(number==4'b1010) display <= 7'b0001000;
   else if(number==4'b1011) display <= 7'b0000011;
   else if(number==4'b1100) display <= 7'b1000110;
   else if(number==4'b1101) display <= 7'b0100001;
   else if(number==4'b1110) display <= 7'b0000110;
   else if(number==4'b1111) display <= 7'b0001110;
   else display <= 7'b1111111; 
  end
endmodule
module show(
    input reset,
    input clock,
    input [15:0]number,
    output [6:0]led
    );
    wire [3:0]AN, show_bit;
    wire clk_led;
    wire [15:0] reg_num;
    clock_divider_N #(10000) clock_led(clock, clk_led);
    select_num slct(number, clk_led, AN, show_bit); 
    SSR_drive ssr(show_bit, led);
    always @ (posedge clock) begin
        if (reset==1) led_num <=4'b1100;    
    end
endmodule
[flow/run.sh]
#!/bin/bash
# OpenROAD 26Q1-2900-gdf79404cd8, Yosys 0.63+post, stock flow scripts
make -C /OpenROAD-flow-scripts/flow DESIGN_CONFIG=/design/flow/config.mk WORK_HOME=/design/flow/orfs finish
==> results.txt <==
run metrics: status finished clean, register area 870.8 um2, YS warnings 6, Antenna diodes 0, CTS Buffer Depth 2, yosys aoi share 11.33%, chip width 80.48 um, I/O pin cnt 25, Peak VDD IR 0.1014 mV, gr ovfl total 0, main flop type dfxtp_1, largest net degree at the start of global routing 14, ratio of cells with drive above 1 in the final layout 6.189%, first-pass GRT wire length 8797 um, HPWL Detailed 3896 um, max-cap violation count 0, cells in synth_stat.txt 294, Static Leak 1.031 nW, Log Warnings 27, Slew Limit Fails 0, Finished Layout Cells 382, type of origin of the critical path flip-flop, DR DRC count 0, Final Wtd Congestion 0.8355, hold path cells 1, routed vias 2072, mux frac, synth 1.676%, synthesized cell area 2464 um2, Chip Height 80.48 um, Fin. Hold Viols 0, # rows 28, WL/cell 13.64 um, Final ANT Viol Nets 0, Hold Buf Count CTS 0, wl on met1 2639 um, comb. cell area 1468 um2, cells after synthesis 294, Tmin final 3290 ps, Clock Skew 6.248 ps, Setup WS post-layout 3410 ps, Core Density at Floorplan 41.61%, Post-synth seq share 35.35%, Synth Register Bits 41, Post-CTS Setup Bufs 0, routed wl met3 187 um, vias in the first global route 1899, Logic family by area simple AND/OR/NAND/NOR gates, H-tree levels 2, Arr. time, crit path 3440 ps, I/O Buffers 23, crit path max fanout 8, Post-synth EDFFs 5, cell count after placement 374, Worst slew margin 46.30%, clock slew at reported path FFs 70 ps, Filler cells 579, DP Worst Slack 3368 ps, syn_area_per_cell 8.380 um2, area grow syn2layout 13.36%, Latency at later pin 280 ps, initial antenna violation count 0, final WL 5212 um, simple share 34.18%, register pins left without a clock 8, Async SR Flop Fraction 0%, DR top layer met4, Worst Setup End Kind flip-flop, CTS Root Cell clkbuf_8, Die Size 6477 um2, WP data required 6850 ps, cts bufs inserted 5, DR vias/cell 5.424, RSZ-0062 raised after global routing no, r2r worst-path depth 8, Unique cell types 56, Setup TNS 0 ps, upper clock frequency limit 304.0 MHz, Worst Hold Class reg2reg, # resized after CTS 0, fin crit share 49.10%, final setup fails 0, adder share 1.016%, GRT Overall Usage 17.69%, Core Box Area 5921 um2, 1st-pass router iterations 4, xor/xnor share 11.38%, CP Class reg2reg, CTS tree done, endpoints left unconstrained 19, Iter 0 DRT Violations 82, PwrDens 127.3 nW/um2, yosys stat area 2464 um2, worst-margin pin slew 803.8 ps, WL met2 2358 um, register-to-register path setup slack 3410 ps
==> registers in the layout, summed over array words and instances, names as in the netlist <==
name / flops
clock_led.i: 32
slct.AN: 4
slct.num: 4
clock_led.clkout: 1
==> critical path: stages (launching register included) <==
cell and delay, ps:
dfxtp_1 410, ha_1 340, nand3_1 240, or3_1 520
nor3_1 320, a31oi_1 170, or4_4 510, nor4b_4 530
nor2_1 100
==> cell usage in the layout (no fill, tap or decap), drive strengths merged, types with 4 or more instances in the layout <==
cell            n
a21oi           4
and2            4
and3            4
and4            4
clkbuf          5
clkdlybuf4s50  23
dfxtp          36
edfxtp          5
inv            13
nand2          29
nand3          17
nand4          11
nand4b          4
nor2           25
nor3           11
nor4           11
o21ai           9
or3             6
xnor2          17
xor2           15
==> Yosys cell counts, types with 2 or more instances <==
cell / count / area share (%)
nand2b_1: 2 / 0.51
a31oi_1: 3 / 0.76
mux2i_1: 3 / 1.2
clkbuf_1: 13 / 2.0
nor4b_1: 2 / 0.71
nand4b_1: 4 / 1.4
inv_1: 12 / 1.8
or2_2: 2 / 0.51
nor4_1: 9 / 2.3
or4_4: 2 / 0.91
edfxtp_1: 5 / 6.1
ha_1: 2 / 1.0
o21a_1: 2 / 0.61
buf_2: 4 / 0.81
a21oi_1: 4 / 0.81
and4_1: 4 / 1.4
dfxtp_1: 36 / 29
and3_1: 4 / 1.0
a211o_1: 3 / 1.1
nand3_1: 17 / 3.5
nor3b_1: 3 / 0.91
nor2b_1: 3 / 0.76
a222oi_1: 3 / 1.2
xnor2_1: 17 / 6.0
nor3_1: 10 / 2.0
nand4_1: 10 / 2.5
or3_1: 6 / 1.5
nor2_1: 25 / 3.8
and2_1: 4 / 1.0
nand3b_1: 2 / 0.61
nor4_2: 2 / 1.0
xor2_1: 15 / 5.3
o21ai_0: 9 / 1.8
a21o_1: 2 / 0.61
nand2_1: 29 / 4.4
==> per-stage QoR <==
stage	power [mW]	utilization, %	hold WS, ps	area, um2
global route	0.3720	47.17	485.5	2793
floorplan	0.2020	-	441.0	2464
finish	0.3554	47.17	487.3	2793
global placement	0.2112	45.73	459.7	2708
CTS	0.3621	47.17	480.1	2793
detailed placement	0.2114	45.73	467.2	2708
==> where the power goes <==
group	internal [mW]	switching, mW	total (mW)
clock	0.0719	0.0766	0.149
sequential	0.197	0	0.197
combinational	0.00840	0.00154	0.00994
==> final cells by class <==
type | instances | area share (%)
clock buffers | 5 | 2.464
repair buffers | 23 | 8.244
well taps | 75 | 3.360
clock inverters | 3 | 0.5824
inverters | 12 | 1.613
flip-flops and latches | 41 | 31.18
multi-input cells | 223 | 52.55
==> worst paths after layout <==
kind                        start         endpoint
hold / removal    clock_led.i[31]  clock_led.i[31]
hold reg to reg   clock_led.i[31]  clock_led.i[31]
setup / recovery   clock_led.i[0]   clock_led.i[3]
setup reg to reg   clock_led.i[0]   clock_led.i[3]
==> per-layer routing <==
layer,track usage [%],vias up
li1,-,1098
met2,28.22,37
met4,1.964,0
met1,26.94,935
met5,0,-
met3,2.307,2
==> cells by family after synthesis <==
logic type,after synthesis
flip-flops,41
buffers and inverters,30
adder cells (fa/ha/maj),2
AND-OR/OR-AND,39
multiplexers,4
XOR/XNOR,32
AND/OR/NAND/NOR,146
No activity file was given, so power comes from the tool's default toggle rates.
